File: ./design.v
module counter #(
    parameter WIDTH = 8
)(
    input  logic              clk,     
    input  logic              rst,     
    input  logic              en,    
    output logic [WIDTH-1:0]  count    
);
always_ff @ (posedge clk, posedge rst)
    if (rst) count <= {WIDTH{1'b0}};
    else     count <= count + {{WIDTH-1{1'b0}}, en};
endmodule
File: ./run.sh
#!/bin/bash
# OpenROAD 26Q1-2900-gdf79404cd8, Yosys 0.63+post, stock flow scripts
make -C /OpenROAD-flow-scripts/flow DESIGN_CONFIG=/design/flow/config.mk WORK_HOME=/design/flow/orfs finish
File: ./config.mk
export PLATFORM = sky130hd
export DESIGN_NAME = counter
export DESIGN_NICKNAME = counter
export VERILOG_FILES = /design/flow/design.v
export SDC_FILE = /design/flow/constraint.sdc
export NUM_CORES = 4
export LEC_CHECK = 1
export CORE_AREA = 10 10 70 70
export DIE_AREA = 0 0 80 80
File: ./constraint.sdc
current_design counter

set clk_period 2.3
set clk_io_pct 0.2

create_clock -name clk0 -period $clk_period [get_ports {clk}]

set non_clock_inputs [all_inputs -no_clocks]
set_input_delay [expr $clk_period * $clk_io_pct] -clock clk0 $non_clock_inputs
set_output_delay [expr $clk_period * $clk_io_pct] -clock clk0 [all_outputs]
==> qor.csv <==
stage,metric,value,unit
synthesis,syn_avg_cell_area,13.16,µm²
global_routing,track_usage,2.469,%
setup_path,required,1840,ps
setup_path,cpPeakStageDelay,510,ps
cts,cts_buffers,3,
setup_path,cp-startpoint,count[2],
final_layout,fin_cells,84,
die,dieArea,6400,µm²
placement,gp_congestion,0.6942,
setup_path,r2r-start,count[0],
drt,drc,0,
synthesis,top_area_share,60.84,%
timing,finalMaxSlewViolations,0,
die,pin_count,11,
flow_run,max_cap_viol_count,0,
global_routing,grt_overflow,0,
setup_path,critPathCapture,count[2],
setup_path,ff2ff_setup_slack,1170,ps
timing,fmax,599.2,MHz
drt,postRouteAntennaNets,0,
setup_path,crit_slowest_cell,clkdlybuf4s50_1,
synthesis,ys_cells,25,
cts,cts_setup_buffers,0,
cts,cts_resized,0,
setup_path,arrival,1210,ps
power,pwr_density_cell,1097,nW/µm²
timing,finalSetupViolCount,0,
power,power.total,0.0005585,W
cts,numClockSinks,8,
final_layout,lay_top_cells,"clkdlybuf4s50_1, dfrtp_1, xor2_1, xnor2_1, clkbuf_4",
timing,hold_violations,0,
synthesis,synthCells,25,
setup_path,end_kind,output port,
setup_path,critical-path-top-delay-family,buffers and inverters,
power,ir_worst_vdd,0.6293,mV
cts,clkTransAtPathRegs,50,ps
cts,clock_path_buffers,2,
setup_path,path_class,reg -> out,
synthesis,yosys_warnings,1,
drt,via_per_inst,2.595,
die,die_width,80,µm
final_layout,lay_top_count,clkdlybuf4s50_1,
synthesis,top_cells_by_area,"dfrtp_1, xnor2_1, xor2_1",
run_status,status,"finished, final reports clean",
timing,worst_pin_slew,293.3,ps
cts,cts-root-buf,clkbuf_4,
min_path,hold_class,in -> async,
power,power.leakage,0.2139,nW
drt,drt_wl_total,697,µm
final_layout,final_core_util,14.91,%
drt,first_iter_violations,13,
timing,slew_headroom,80.42,%
synthesis,postSynthSeqShare,60.84,%
drt,vias,218,
placement,placed_cells,81,
final_layout,top_regs,count x8,
timing,skew,2.304,ps
timing,rsz0062_at_grt,no,
timing,finalCritPeriodShare,72.56,%
setup_path,cp_max_fo,5,
synthesis,yosys.area.top_type,dfrtp_1,
final_layout,largest_reg_flops,8,
setup_path,path_cells,clkdlybuf4s50_1,
die,rows,21,
final_layout,area_growth,54.75,%
cts,clkLatencyLatePin,250,ps
synthesis,yosysChipArea,329.1,µm²
drt,first_pass_iters,3,
global_routing,grt_max_degree,9,
drt,wl_per_cell,8.298,µm
final_layout,nFillCells,389,
global_routing,grt_pass1_vias,240,
timing,layout_setup_ws,631.1,ps
placement,port_buffers,10,
final_layout,regMostFlops,count,
cts,hold_buffers,0,
cts,cts_max_level,1,
final_layout,drive_above_1_share,13.16,%
die,fp.dieH,80,µm
flow_run,warnings,25,
setup_path,regToRegEndpoint,count[7],
setup_path,r2r_cells,4,
placement,preCtsSetupSlack,593.6,ps
synthesis,syn_area,329.1,µm²
die,initCoreUtil,9.634,%
setup_path,critical_path_buf_inv_count,1,
global_routing,antenna_found_initial,0,
timing,period_needed,1669,ps
setup_path,cp-start-kind,flop,
global_routing,grt_pass1_wl,1.200,mm
synthesis,synth-seq-cells,8,
timing,tns,0,ps
setup_path,critical_path_depth,1,
cts,cts_tree,yes,
synthesis,synth_cell_types,11,
drt,diodes,0,
die,coreArea,3416,µm²
kinds of logic after synthesis:
kind of cell,share of synthesized area (%)
buffers and inverters,1.140
xor gates and xnor gates,15.97
and+or+nand+nor,14.45
DFF,60.84
adders and majority gates,7.603
per-layer routing:
layer / vias to the layer above / wire [µm] / GRT usage, %
li1: 107 / - / -
met4: 0 / 0 / 0.5282
met2: 13 / 230 / 2.408
met5: - / 0 / 0
met1: 98 / 365 / 3.516
met3: 0 / 102 / 2.386
per-stage QoR:
stage	area, µm²	hold WS (ps)
global placement	486.7	462.9
detailed placement	486.7	460.5
global route	509.2	470.1
floorplan	329.1	275.7
CTS	509.2	456.4
finish	509.2	453.9
how the worst min path moves through the flow:
stage     start       end  depth (start not counted)
6_report    rst  count[3]                          2
5_1_grt     rst  count[3]                          2
4_1_cts     rst  count[7]                          2
power breakdown:
part	total, W	leakage (nW)	internal (W)	switching [W]
logic	0.000187	0.100	0.000137	0.0000501
registers	0.000266	0.0999	0.000200	0.0000658
clock network	0.000105	0.0138	0.0000596	0.0000458
total	0.000559	0.214	0.000397	0.000162
cell usage after synthesis, drive strengths merged:
master	count
nand3	3
dfrtp	8
nor3	1
nand2	2
and3	1
xor2	3
inv	1
xnor2	3
ha	2
nor2	1
final cells by class:
class	count	area [µm²]	share of cell area, %
inverter	1	3.754	0.7371
sequential	8	200.2	39.31
clock buffer	3	22.52	4.423
timing repair buffer	10	100.1	19.66
tap	46	57.56	11.30
multi-input combinational	16	125.1	24.57
Power and IR drop assume default switching activity.
